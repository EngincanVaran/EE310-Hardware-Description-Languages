`flow/constraint.sdc`:
```
current_design debouncer

set clk_period 4.4
set clk_io_pct 0.2

create_clock -name clk0 -period $clk_period [get_ports {clk}]

set non_clock_inputs [all_inputs -no_clocks]
set_input_delay [expr $clk_period * $clk_io_pct] -clock clk0 $non_clock_inputs
set_output_delay [expr $clk_period * $clk_io_pct] -clock clk0 [all_outputs]
```
`flow/config.mk`:
```
export PLATFORM = sky130hd
export DESIGN_NAME = debouncer
export DESIGN_NICKNAME = debouncer
export VERILOG_FILES = /design/flow/design.v
export SDC_FILE = /design/flow/constraint.sdc
export NUM_CORES = 4
export LEC_CHECK = 1
export CORE_AREA = 10 10 96 96
export DIE_AREA = 0 0 106 106
```
`flow/design.v`:
```
module debouncer(clk, button, reset, buttonCor);
input clk;
input button;
input reset;
output reg buttonCor;
reg [9:0]counter;
reg [9:0]sum2;
reg buttonC;
reg state;
always @ (posedge clk or posedge reset)
begin
if(reset)
begin
	state <= 1'b0;
	buttonCor <= 1'b0;
end
else
begin
	case(state)
		0:
		begin
		if (buttonC)
		begin
		state <= 1'b1;
		buttonCor <= 1'b1;
		end
		end
		1:
		begin
		if (!buttonC)
		state <= 1'b0;
		buttonCor <= 1'b0;
		end
	endcase
end
end
always @ (posedge clk or posedge reset)
begin
if(reset)
counter<=1'b0;
else
counter<=counter+1'b1;
end
always @ (posedge clk or posedge reset)
begin
if(reset)
sum2<=1'b0;
else if (counter==1023)
sum2<=1'b0;
else
sum2<=sum2+button;
end
always @ (posedge clk or posedge reset)
begin
	if(reset)
	buttonC<=1'b0;
	else if (sum2==0 && counter==1023)
	buttonC<=1'b0;
	else if (counter==1023 && sum2!=0)
	buttonC<=1'b1;
	else
	buttonC<=buttonC;
end
endmodule
```
`flow/run.sh`:
```
#!/bin/bash
# OpenROAD 26Q1-2900-gdf79404cd8, Yosys 0.63+post, stock flow scripts
make -C /OpenROAD-flow-scripts/flow DESIGN_CONFIG=/design/flow/config.mk WORK_HOME=/design/flow/orfs finish
```
==> results.toml <==
# synthesis and place-and-route metrics
[sta]
finClkSkew_ns = 0.003072
finalSetupTns_ns = 0
rsz0062_at_grt = "no"
setup_viol = 0
min_period_ns = 2.199
maxSlewViolCount = 0
finalHoldViolCount = 0
max-slew-margin-rel = 0.8058
worstMarginPinSlew_ns = 0.2912
fmax_mhz = 454.8
post-route-period-util = 0.4997

[cells_and_area]
fin_area_um2 = 1230
fill_cells = 814
seqCellArea_um2 = 575.6
final_cells = 197
drive_gt1_frac = 0.1327
area_delta_synth_final_pct = 20.61
combGateArea_um2 = 424.2
fin_util = 0.1705

[setup_path]
crit_slowest_cell = "clkdlybuf4s50_1"
end_kind = "flop"
critPathArrivalTime_ns = 2.39
crit_chain = "clkdlybuf4s50_1, ha_1, ha_1, nand3_1, or3_2, a21oi_1"
crit_type = "in2reg"
start_kind = "input port"
path_buffers = 1
max_stage_delay_ns = 0.48
cp.required_ns = 4.59
crit_family = "simple AND/OR/NAND/NOR gates"
crit_path_frequent_cell = "ha_1"
crit_fanout = 4

[routing]
vias = 652
drt_iter0_drc = 40
drt-total-wl_um = 1627
viasPerCell = 3.310
drc = 0
avgRoutedWirePerCell_um = 8.259
antennaDiodeCount = 0
dr.pass1.iters = 2
ant_nets = 0

[clock_tree]
clockBufferDepth = 2
clock-sinks = 23
insertion_delay_ns = 0.26
cts_buffers = 3
ctsHoldBuffers = 0
cts_root_buf = "clkbuf_8"
htree_levels = 1
cts_tree = "yes"
cts_setup_buffers = 0
cts_resized = 0
path_clk_slew_ns = 0.08

[yosys]
yosys_warnings = 1
ys_sh_aoi = 0.05521
ys_seq_frac = 0.5644
synth-simple-area-share = 0.2061
synth_cell_types = 24
xor_share = 0.09448
synthTopLogicFamily = "simple AND/OR/NAND/NOR gates"
ys_cells = 90
yosys_area_um2 = 1020
synth-seq-cells = 23
adder_share = 0.04908
syn_area_per_cell_um2 = 11.33
netlist_area_um2 = 1020
ys_sh_mux = 0.01104
synthesis.instances = 90

[floorplan]
die_h_um = 106
dieArea_um2 = 11240
fp-utilization = 0.1413
ios = 4
die_x_um = 106
row_count = 31
core_um2 = 7214

[power_and_ir_drop]
p_int_mw = 0.3442
power_mw = 0.4960
p_comb_frac = 0.157
seq_power_share = 0.581
switching_share = 0.3060
power_density_nw_per_um2 = 403.3
pwr-share-clk = 0.262
irDropWorstVdd_mv = 0.1256
power_leakage_nw = 0.4926
power.switching_mw = 0.1518

[place]
hpwl_um = 1147
globalplace.congestion = 0.7611
port_buffers = 3
post-place-cells = 193
placed_area_um2 = 1184

[global_routing]
grt.busiest_layer = "met1"
track_usage = 0.03166
first_global_vias = 690
use_met1 = 0.04652
use_met2 = 0.04594
grt_first_pass_wirelength_um = 3105
antenna_found_initial = 0
grt_max_degree = 24
met3_usage = 0.004893
grt_overflow = 0

[flow_run]
stage_log_warnings = 26
cap_violations = 0

[run_status]
status = "completed"

[worst_hold_path]
hp-class = "reg2reg"
-- cell usage in the layout, fill, tap and decap left out, drive strengths merged, types with 3 or more instances in the layout --
master         netlist  routed
ha                   4       4
nor2                 7       7
nand2                5       5
dfrtp               23      23
or3                  4       4
xnor2                6       6
nand4                3       3
nand3                8       8
a21oi                5       5
xor2                 5       5
inv                  4       4
o21ai                4       4
clkbuf               0       3
clkdlybuf4s50        0       3
-- layer usage --
metal  vias to the layer above  part of all wire
met4                         0             0.039
met3                         2             0.012
met1                       312              0.53
li1                        332                 -
met5                         -                 0
met2                         6              0.42
-- Yosys cell counts --
master   count  area, um2
dfrtp_1     23      575.6
a21oi_2      1      8.760
nand2_1      5      18.77
nor3_1       2      10.01
nand4_1      2      12.51
buf_2        1      5.000
nor3b_1      1      7.510
and4_1       1      8.760
o31ai_1      1      7.510
or3_1        1      6.260
xnor2_1      6      52.55
a21oi_1      4      20.02
or4_4        1      11.26
nor2_1       7      26.28
nor4_1       2      12.51
or3_2        3      22.52
ha_1         4      50.05
nand3_1      8      40.04
inv_1        4      15.01
mux2_2       1      11.26
nand4_4      1      21.27
xor2_1       5      43.79
o21ai_0      4      20.02
nor2b_1      2      12.51
-- cells by family (layout without fill, tap and decap cells) --
kind of cell / after synthesis / count (layout)
AND-OR/OR-AND: 10 / 10
XOR/XNOR: 11 / 11
adder cells (fa/ha/maj): 4 / 4
buffers and inverters: 5 / 13
flip-flops: 23 / 23
multiplexers: 1 / 1
AND/OR/NAND/NOR: 36 / 36
-- path summary, 6_finish.rpt --
kind                            slack (ns)                 start               endpoint  depth (start not counted)
worst max-delay path                  2.20                button      sum2[8]$_DFF_PP0_                          6
worst min-delay path                  0.40       state$_DFF_PP0_  buttonCor$_DFFE_PP0P_                          1
worst max register to register        2.70  counter[0]$_DFF_PP0_    buttonC$_DFFE_PP0P_                          5
worst min register to register        0.40       state$_DFF_PP0_  buttonCor$_DFFE_PP0P_                          1
max in group asynchronous             3.23                 reset      sum2[9]$_DFF_PP0_                          3
min in group asynchronous             0.95                 reset   counter[3]$_DFF_PP0_                          3
-- power groups by stage --
stage,Sequential [mW],Clock (mW),Combinational [mW]
after CTS,0.288,0.136,0.0803
after global routing,0.295,0.145,0.0945
final,0.288,0.130,0.0781
-- registers in the layout, summed over array words and instances, names as in the netlist --
signal,cells
counter,10
sum2,10
buttonC,1
buttonCor,1
state,1
-- stage by stage --
step	hold WS, ns	setup slack [ns]
final	0.3960	2.201
after floorplan	0.3709	2.501
after detailed placement	0.3894	1.924
after CTS	0.4014	2.201
after global routing	0.4294	2.088
after global placement	0.3856	1.942
-- layout make-up --
class	instances	share of cell area
flip-flops and latches	23	0.4680
multi-input cells	62	0.3449
well taps	99	0.1007
repair buffers	5	0.03662
clock buffers	3	0.03357
inverters	4	0.01221
clock inverters	1	0.004069
No activity file was given, so power comes from the tool's default toggle rates.

===== flow/config.mk =====
export PLATFORM = sky130hd
export DESIGN_NAME = LCDI
export DESIGN_NICKNAME = LCDI
export VERILOG_FILES = /design/flow/design.v
export SDC_FILE = /design/flow/constraint.sdc
export NUM_CORES = 4
export LEC_CHECK = 1
export CORE_UTILIZATION = 40

===== flow/constraint.sdc =====
current_design LCDI

set clk_period 12.3
set clk_io_pct 0.2

create_clock -name clk0 -period $clk_period [get_ports {clk}]

set non_clock_inputs [all_inputs -no_clocks]
set_input_delay [expr $clk_period * $clk_io_pct] -clock clk0 $non_clock_inputs
set_output_delay [expr $clk_period * $clk_io_pct] -clock clk0 [all_outputs]

===== flow/design.v =====
module LCDI(clk, first_line, second_line, dataout, control);
    input clk;
    input [127:0] first_line;
    input [127:0] second_line;
    output [3:0] dataout;
    output [2:0] control;
    reg [5:0]  sel=0;
    reg [25:0] delay=0;  
    reg [5:0]  state=0;
    reg [3:0]  dataout=0;
    reg [2:0]  control=0;  
    reg [7:0]  DR=0;
    reg [7:0]  MUX=0;
    always @(sel or first_line or second_line) begin
        case(sel)
        0 :MUX = second_line[7:0]    ;
        1 :MUX = second_line[15:8]   ;
        2 :MUX = second_line[23:16]  ;
        3 :MUX = second_line[31:24]  ;
        4 :MUX = second_line[39:32]  ;
        5 :MUX = second_line[47:40]  ;
        6 :MUX = second_line[55:48]  ;
        7 :MUX = second_line[63:56]  ;
        8 :MUX = second_line[71:64]  ;
        9 :MUX = second_line[79:72]  ;
        10:MUX = second_line[87:80]  ;
        11:MUX = second_line[95:88]  ;
        12:MUX = second_line[103:96] ;
        13:MUX = second_line[111:104];
        14:MUX = second_line[119:112];
        15:MUX = second_line[127:120];
        40:MUX = first_line[7:0]    ;
        41:MUX = first_line[15:8]   ;
        42:MUX = first_line[23:16]  ;
        43:MUX = first_line[31:24]  ;
        44:MUX = first_line[39:32]  ;
        45:MUX = first_line[47:40]  ;
        46:MUX = first_line[55:48]  ;
        47:MUX = first_line[63:56]  ;
        48:MUX = first_line[71:64]  ;
        49:MUX = first_line[79:72]  ;
        50:MUX = first_line[87:80]  ;
        51:MUX = first_line[95:88]  ;
        52:MUX = first_line[103:96] ;
        53:MUX = first_line[111:104];
        54:MUX = first_line[119:112];
        55:MUX = first_line[127:120];
        endcase
    end
    always @ (posedge clk)
    begin
        case(state)
        0:begin delay <= 750_000; state<= 1;control <= 0;    end
        1:begin 
            if(delay==0)begin state <= 2; delay<=12; dataout<= 4'h3; control<=3'h4; end
            else delay <= delay -1; 
        end
        2:begin 
            if(delay==0)begin delay <= 205_000; state<= 3;control <= 0; end
            else delay <= delay -1 ; 
        end
        3:begin 
            if(delay==0)begin state <= 4; delay<=12; dataout<= 4'h3; control<=3'h4; end
            else delay <= delay -1; 
        end
        4:begin 
            if(delay==0)begin delay <= 5_000; state<= 5;control <= 0; end
            else delay <= delay -1 ; 
        end
        5:begin 
            if(delay==0)begin state <= 6; delay<=12; dataout<= 4'h3; control<=3'h4; end
            else delay <= delay -1; 
        end
        6:begin 
            if(delay==0)begin delay <= 2_000; state<= 7;control <= 0; end
            else delay <= delay -1 ; 
        end
        7:begin 
            if(delay==0)begin state <= 8; delay<=12; dataout<= 4'h2; control<=3'h4; end
            else delay <= delay -1; 
        end
        8:begin 
            if(delay==0)begin delay <= 2_000; state<= 9;control <= 0; end
            else delay <= delay -1 ; 
        end
        9:begin 
            if(delay==0)begin state <= 10;sel <= 4; end
            else delay <= delay -1; 
        end
        10:begin  
            case(sel)
            0: begin state <= 20; delay <= 82_000; end
            1: begin state <= 11; DR <= 8'h01; end
            2: begin state <= 11; DR <= 8'h0C; end
            3: begin state <= 11; DR <= 8'h06; end
            4: begin state <= 11; DR <= 8'h28; end 		 
            default: state <= 0 ;
            endcase 
        end
        11:begin state <= 12; control <= 0; dataout <= DR[7:4]; delay <= 2; sel <= sel -1; end
        12:begin 
            if(delay==0)begin delay <= 12; state<= 13; control<=3'h4; end
            else delay <= delay -1 ;
        end
        13:begin 
            if(delay==0)begin delay <= 2; state<= 14; control<=0; end
            else delay <= delay -1 ; 
        end
        14:begin 
            if(delay==0)begin delay <= 50 ; state<= 15; end
            else delay <= delay -1 ; 
        end
        15:begin 
            if(delay==0)begin state <= 16; control <= 0; dataout <=DR[3:0]; delay <= 2;end
            else delay <= delay -1 ; 
        end
        16:begin 
            if(delay==0)begin delay <= 12; state<= 17; control<=3'h4; end
            else delay <= delay -1 ; 
        end
        17:begin 
            if(delay==0)begin delay <= 2; state<= 18; control<=0; end
            else delay <= delay -1 ; 
        end
        18:begin 
            if(delay==0)begin delay <= 2_000 ; state<= 19; end
            else delay <= delay -1 ; 
        end
        19:begin 
            if(delay==0)begin state<= 10; end
            else delay <= delay -1 ; 
        end
        20:begin 
            if(delay==0)begin state<= 21; end
            else delay <= delay -1 ; 
        end
        21:begin state <= 22;sel <= 56; end  
        22:begin state <= 23; DR <=8'h80; end  
        23:begin state <= 24; control <= 0; dataout <= DR[7:4]; delay <= 2; sel <= sel -1; end
        24:begin if(delay==0)begin delay <= 12; state<= 25; control<=3'h4; end
                 else delay <= delay -1 ;end
        25:begin if(delay==0)begin delay <= 2; state<= 26; control<=0; end
                 else delay <= delay -1 ; end
        26:begin if(delay==0)begin delay <= 50 ; state<= 27; end
                 else delay <= delay -1 ; end
        27:begin if(delay==0)begin state <= 28; control <= 0; dataout <=DR[3:0]; delay <= 2;end
                 else delay <= delay -1 ; end
        28:begin if(delay==0)begin delay <= 12; state<= 29; control<=3'h4; end
                 else delay <= delay -1 ; end
        29:begin if(delay==0)begin delay <= 2; state<= 30; control<=0; end
                 else delay <= delay -1 ; end
        30:begin if(delay==0)begin delay <= 2_000 ; state<= 31; end
                 else delay <= delay -1 ; end
        31:begin if(delay==0)begin state<= 32; end
                 else delay <= delay -1 ; end
        32:begin state <= 33; DR <= MUX; end
        33:begin state <= 34; control <= 3'b010; dataout <= DR[7:4]; delay <= 2; end
        34:begin 
            if(delay==0)begin delay <= 12; state<= 35; control<=3'b110; end
            else delay <= delay -1 ;
        end
        35:begin 
            if(delay==0)begin delay <= 2; state<= 36; control<=3'b010; end
            else delay <= delay -1 ; 
        end
        36:begin 
            if(delay==0)begin delay <= 50 ; state<= 37;control<=0; end
            else delay <= delay -1 ; 
        end
        37:begin 
            if(delay==0)begin state <= 38; control <= 3'b010; dataout <=DR[3:0]; delay <= 2;end
            else delay <= delay -1 ; 
        end
        38:begin 
            if(delay==0)begin delay <= 12; state<= 39; control<=3'b110; end
            else delay <= delay -1 ; 
        end
        39:begin 
            if(delay==0)begin delay <= 2; state<= 40; control<=3'b010; end
            else delay <= delay -1 ;
        end
        40:begin 
            if(delay==0)begin delay <= 2_000 ; state<= 41;control<=0; end
            else delay <= delay -1 ; 
        end
        41:begin 
            if(delay==0)begin if(sel==0)state<= 42;else begin state<= 32; sel<=sel - 1; end end
            else delay <= delay -1 ; 
        end
        42:begin state <= 43; delay <= 40_000_000; end
        43:begin 
            if(delay==0)begin state<= 21; end
            else delay <= delay -1 ; 
        end	
        default: state <= 0;
        endcase
    end
endmodule

===== flow/run.sh =====
#!/bin/bash
# OpenROAD 26Q1-2900-gdf79404cd8, Yosys 0.63+post, stock flow scripts
make -C /OpenROAD-flow-scripts/flow DESIGN_CONFIG=/design/flow/config.mk WORK_HOME=/design/flow/orfs finish

==> flow_summary.toml <==
# physical design summary
[global_routing]
use_met2 = 0.633
grt-busiest-layer = "met2"
grtUsageMet1 = 0.516
antenna_found_initial = 2
grt_pass1_vias = 7681
grt_usage = 0.400
grt_overflow_total = 0
grt_max_degree = 39
grt_first_pass_wirelength_um = 45600
grt_util_met3 = 0.0768

[layout]
logic_area_sq_mm = 0.00411
utilization = 0.614
nFillCells = 1206
layout-drive-gt1-share = 0.0576
syn_to_final_growth_pct = 48.5
regArea_sq_mm = 0.00168

[setup_path]
crit_slowest_cell = "clkdlybuf4s50_1"
critPathMaxFanout = 1
r2r_slack_ns = 9.34
crit_family = "buffers and inverters"
critPathKind = "reg -> out"
arrival_ns = 1.08
cp_slowest_stage_delay_ns = 0.46
r2r-start = "sel[4]"
startpoint_type = "flop"
worst_r2r_path_depth = 7
worstReg2RegEnd = "state[3]"
path_cells = "clkdlybuf4s50_1"
worstSetupPathDepth = 1
setup.worst_path.end_class = "primary output"
required_ns = 9.84
cp-startpoint = "dataout[2]"
path_buffers = 1
endpoint = "dataout[2]"

[pwr]
power.density_mw_per_mm2 = 47.2
swShare = 0.200
peakVddDrop_v = 0.0000540
power_frac_comb = 0.219
seq_power_share = 0.452
p_leak_nw = 3.20
p_total_uw = 424
power_frac_clock = 0.329
p_int_uw = 340
switching_power_uw = 84.7

[floorplan]
die-area_sq_mm = 0.0156
initCoreUtil = 0.413
ios = 264
die_w_um = 125
std_cell_rows = 44
core_sq_mm = 0.0146
die_h_um = 125

[yosys]
top_cells_by_count = "nor2_1, nand2_1, a22oi_1, edfxtp_1, and3_1"
syn_area_sq_mm = 0.00605
syn_avg_cell_area_sq_um = 7.81
ys_warn_count = 1
yosysMostFrequentCell = "nor2_1"
yosysCellCount = 775
xor_share = 0.0463
synth_top_area_share = 0.258
simple_gate_share = 0.304
yosys_most_used_dff = "edfxtp_1"
ys_types = 68
ys_top_logic_family = "simple AND/OR/NAND/NOR gates"
synthArstFlopShare = 0
ys_chip_area_sq_mm = 0.00605
edf_count = 52
ys_ff = 60
ys_sh_mux = 0.0236
compound_area_frac = 0.292
yosysTopAreaCell = "edfxtp_1"
ys_top_cells_by_area = "edfxtp_1, a22oi_1, and3_1"
ys_sh_adder = 0.0103
netlist_instances = 775

[sta]
layout_min_cycle_time_ns = 3.54
setup_tns_ns = 0
finalHoldViolCount = 0
relSlewSlack = 0.310
unclocked_regs = 8
drv_slew = 0
fmax_mhz = 282
fin_skew_ns = 0.00605
untimed_endpoints = 8
rsz0062_at_grt = "no"
setup_viol = 0
tightest_slew_ns = 1.03
finalClockPeriodUsage = 0.288

[route]
drtIter0Drc = 763
firstDrtPassIters = 22
vias = 7701
wl_per_cell_um = 25.4
vias_per_cell = 6.47
drtAntennaViolNets = 0
insertedDiodeCount = 0
wl_um = 30300
drc_errors = 0

[clocking]
post_cts_resized = 0
cts.path.max_buffers = 2
postCtsHoldBufs = 0
clkLatencyLatePin_ns = 0.29
path_clk_slew_ns = 0.07
cts_tree = "built"
cts_made_buffers = 5
ctsHtreeMaxLevel = 2
root_buffer = "clkbuf_16"
cts_setup_buffers = 0

[placement]
routabilityCongestion = 1.06
place.port_buffers = 262
hpwl_um = 24500

[status]
outcome = "complete, no violations"

[run]
cap_violations = 0
warnings = 29

[worst_hold_path]
min_path_type = "reg -> reg"
[worst min path at each step]
| stage | from | to | slack (ns) | cells after the start |
|---|---|---|---|---|
| 4_1_cts | DR[3] | dataout[3] | 0.55 | 1 |
| 5_1_grt | DR[2] | dataout[2] | 0.57 | 1 |
| 6_report | DR[3] | dataout[3] | 0.55 | 1 |
[cells by family after synthesis]
family,Yosys count
flops,52
latches,8
other cells,1
xor+xnor,32
compound gates,247
mux,13
simple gates,347
buf+inv,70
fa+ha+maj,5
[cells in the final DEF (no fill, tap or decap), types with 6 or more instances in the layout]
| master | Yosys | routed |
|---|---|---|
| a2111oi_0 | 14 | 14 |
| a211oi_1 | 6 | 6 |
| a21boi_0 | 7 | 7 |
| a21oi_1 | 30 | 29 |
| a221oi_1 | 9 | 9 |
| a22oi_1 | 58 | 58 |
| a32oi_1 | 22 | 22 |
| and2_1 | 12 | 12 |
| and3_1 | 49 | 49 |
| buf_4 | 1 | 20 |
| clkdlybuf4s50_1 | 0 | 262 |
| dlxtn_1 | 8 | 8 |
| edfxtp_1 | 52 | 52 |
| inv_1 | 11 | 11 |
| mux2_2 | 10 | 10 |
| nand2_1 | 62 | 62 |
| nand2b_1 | 13 | 13 |
| nand3_1 | 28 | 28 |
| nand4_1 | 16 | 16 |
| nor2_1 | 73 | 73 |
| nor2b_1 | 11 | 11 |
| nor3_1 | 24 | 24 |
| nor3b_1 | 6 | 6 |
| nor4_1 | 10 | 10 |
| o21ai_0 | 46 | 46 |
| o22ai_1 | 8 | 8 |
| or3b_2 | 8 | 8 |
| or4_1 | 14 | 14 |
| xnor2_1 | 20 | 20 |
| xor2_1 | 12 | 12 |
[power groups by stage]
| stage | Sequential, mW | Combinational (mW) | Clock (mW) |
|---|---|---|---|
| after global routing | 0.192 | 0.0961 | 0.149 |
| after CTS | 0.192 | 0.0928 | 0.142 |
| final | 0.192 | 0.0930 | 0.140 |
[final cells by class]
cell class / count / share of cell area
inverters: 12 / 0.00501
flip-flops and latches: 60 / 0.187
multi-input cells: 645 / 0.458
well taps: 184 / 0.0256
repair buffers: 282 / 0.308
clock inverters: 2 / 0.00181
clock buffers: 6 / 0.0143
[flip-flops by register name, indices dropped and copies added, names as in the netlist]
register and count:
dataout 4, DR 8, control 2, state 6
sel 6, delay 26, MUX 8
[layer usage]
metal	vias to the layer above	share of wire
li1	3488	-
met1	3559	0.36
met2	553	0.46
met3	99	0.10
met4	2	0.076
met5	-	0.00046
[through the flow]
step           hold WS (ns)  setup WS [ns]  cells  instance area [sq um]
2_1_floorplan         0.496           8.81    775                   6050
3_3_place_gp          0.527           9.08   1183                   8840
3_5_place_dp          0.542           9.06   1183                   8840
4_1_cts               0.555           8.74   1191                   8990
5_1_grt               0.570           8.72   1191                   8990
6_report              0.551           8.76   1191                   8990

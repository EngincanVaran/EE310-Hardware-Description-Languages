--- flow/run.sh ---
#!/bin/bash
# OpenROAD 26Q1-2900-gdf79404cd8, Yosys 0.63+post, stock flow scripts
make -C /OpenROAD-flow-scripts/flow DESIGN_CONFIG=/design/flow/config.mk WORK_HOME=/design/flow/orfs finish
--- flow/config.mk ---
export PLATFORM = sky130hd
export DESIGN_NAME = PolyMult
export DESIGN_NICKNAME = PolyMult
export VERILOG_FILES = /design/flow/design.v
export SDC_FILE = /design/flow/constraint.sdc
export NUM_CORES = 4
export LEC_CHECK = 1
export CORE_UTILIZATION = 30
--- flow/constraint.sdc ---
current_design PolyMult

set clk_period 10.0
set clk_io_pct 0.2

create_clock -name clk0 -period $clk_period

set non_clock_inputs [all_inputs -no_clocks]
set_input_delay [expr $clk_period * $clk_io_pct] -clock clk0 $non_clock_inputs
set_output_delay [expr $clk_period * $clk_io_pct] -clock clk0 [all_outputs]
--- flow/design.v ---
`timescale 1ns / 1ps
module PolyMult(A3,A2,A1,A0,B3,B2,B1,B0,C3,C2,C1,C0);
	input [7:0] A3,A2,A1,A0,B3,B2,B1,B0;
	output [7:0] C3,C2,C1,C0;
	wire [7:0] T6,T5,T4,T3,T2,T1,T0;	
	assign T0 = B0*A0;
	assign T1 = B1*A0 + B0*A1;
	assign T2 = B2*A0 + B1*A1 + B0*A2;
	assign T3 = B3*A0 + B2*A1 + B1*A2 + B0*A3;
	assign T4 = B3*A1 + B2*A2 + B1*A3;
	assign T5 = B3*A2 + B2*A3;
	assign T6 = B3*A3;
	assign C0 = T0 - T4;
	assign C1 = T1 - T5;
	assign C2 = T2 - T6;
	assign C3 = T3;
endmodule
==> results.cfg <==
; implementation run metrics
[detailed_routing]
avgViaCountPerCell = 4.57
drc = 0
drtIter0Drc = 690
insertedDiodeCount = 0
drtPass1Iterations = 5
routedWlPerCell_microns = 19.8
vias = 13100
postRouteWirelength_mm = 56.6
postRouteAntennaNets = 0

[cells_and_area]
regArea_sq_um = 0
flops = 0
nClkBuffers = 0
finalInstanceArea_sq_um = 21200
drive_gt1_share_pct = 21.6
area_delta_synth_final_pct = 30.6

[floorplan]
rows = 84
fp_util_pct = 30.6
die_h_microns = 234
pin_count = 96
fp.dieArea_sq_um = 55000
core_area_sq_um = 53000
die_w_microns = 234

[setup_path]
crit_chain = buf_6 > buf_12 > and2_4 > fa_1 > inv_2 > fa_1 > fa_1 > fa_1 > fa_1 > inv_2 > fa_1 > fa_1 > fa_1 > ha_4 > a21o_1 > a21oi_2 > buf_4 > xnor2_2 > xnor3_1 > xnor3_1 > buf_2
path_delay_family = adder cells
crit_buf_inv = 6
crit_top_cell = fa_1
cp_slowest_cell = fa_1
crit_arrival_ns = 8.02
cpPeakStageDelay_ns = 0.55
endpoint_kind = primary output
setup.worst_path.start_class = input port
crit_fanout = 19
crit_type = in -> out
startpoint = A0[2]
cp.required_ns = 8.00

[placed_design]
place_area_sq_um = 19400
port-buffer-count = 96
gp_congestion = 1.02
dp_hpwl_mm = 44.6

[logic_synthesis]
ys_warn_count = 0
yosys-stat-cells = 1868
ys_top_cells_by_area = fa_1 (38%), ha_1 (18%), and2_1 (11%)
syn_avg_cell_area_sq_um = 8.68
synthCells = 1868
syn_area_sq_um = 16200
synth_area_leader_cell = fa_1
synth_top_area_share_pct = 37.9
ys_area_sq_um = 16200
synth_cell_types = 18
ys_seq_share_pct = 0

[sta]
slew-limit-headroom_pct = 60.6
max_freq_mhz = 99.8
slew_viol_final = 0
finalHoldViolCount = 0
finalSetupTns_ns = -0.0273
tightest_slew_ns = 0.586
rsz0062_at_grt = yes
setup_ws_ns = -0.0223
setup_viol = 2
finalCritPeriodShare_pct = 100
finalCriticalPeriod_ns = 10.02

[global_route]
grt_pass1_vias = 14400
grt_overflow = 0
grt_pass1_wl_mm = 87.3
antenna_found_initial = 3
grt_max_degree = 31
track_usage_pct = 22.7

[run]
openroad.warnings = 34
maxCapViolations = 0

[min_path]
hold_class = in -> out
hp-start = B3[4]

[outcome]
violations = setup timing
status = finished with violations
kinds of logic after synthesis:
group / Yosys count / share of synthesized area [%]
compound gates: 17 / 0.648
buf+inv: 480 / 11.2
simple gates: 579 / 17.7
fa+ha+maj: 544 / 56.2
xor+xnor: 248 / 14.3
cells in the final DEF (no fill, tap or decap), drive strengths merged:
cell type        n
nor2             3
fa             307
a21oi            9
clkdlybuf4s50   38
xnor2          193
o21bai           1
inv            382
dlygate4sd2     10
bufbuf           2
ha             237
dlymetal6s2s     3
buf            338
and2           275
xor2            45
clkbuf          10
a21o             7
nand2          301
xnor3           10
clkdlybuf4s15    2
worst paths after layout:
path / endpoint / cells after the start / slack [ns]
max: C3[7] / 21 / -0.02
min: C0[7] / 7 / 4.95
Yosys cell counts:
| master | number |
|---|---|
| inv_1 | 382 |
| fa_1 | 307 |
| nand2_1 | 299 |
| and2_1 | 274 |
| ha_1 | 237 |
| xnor2_1 | 192 |
| clkbuf_1 | 94 |
| xor2_1 | 45 |
| xnor3_1 | 10 |
| a21oi_1 | 9 |
| a21o_1 | 7 |
| nor2_1 | 3 |
| buf_2 | 2 |
| buf_4 | 2 |
| nand2_2 | 2 |
| and2_2 | 1 |
| o21bai_1 | 1 |
| xnor2_2 | 1 |
layer usage:
layer	track usage [%]	wire length (microns)
met1	31.6	23300
met2	31.6	23100
met3	13.1	8930
met4	3.31	1150
met5	0	219
area by class of cell:
class / count / area [sq um]
multi-input cells: 1388 / 14900
well taps: 688 / 861
inverters: 382 / 1430
fillers: 5073 / 31800
repair buffers: 403 / 3950
per-stage QoR:
step	hold slack [ns]	worst slack, ns	util [%]	cells
after global placement	5.42	-1.27	36.7	2761
final	4.95	-0.0223	40.0	2861
after CTS	5.07	-0.358	39.9	2872
after detailed placement	5.41	-1.25	36.7	2761
after global routing	5.00	-0.228	40.0	2861
after floorplan	4.30	0.00723	-	1868
repair_timing:
action	4_1_cts	5_1_grt
hold buffers	0	0
pin swaps	141	130
resized	343	162
setup buffers	111	11
cloned	4	0
endpoints found under the setup margin	15	11
